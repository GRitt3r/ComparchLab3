**design/flow/config.mk**
```make
export PLATFORM = sky130hd
export DESIGN_NAME = RegisterFile32Bits
export DESIGN_NICKNAME = RegisterFile32Bits
export VERILOG_FILES = /design/flow/design.v
export SDC_FILE = /design/flow/constraint.sdc
export NUM_CORES = 4
export LEC_CHECK = 1
export CORE_UTILIZATION = 30
```
**design/flow/constraint.sdc**
```tcl
current_design RegisterFile32Bits

set clk_period 16.1
set clk_io_pct 0.2

create_clock -name clk0 -period $clk_period [get_ports {clk}]

set non_clock_inputs [all_inputs -no_clocks]
set_input_delay [expr $clk_period * $clk_io_pct] -clock clk0 $non_clock_inputs
set_output_delay [expr $clk_period * $clk_io_pct] -clock clk0 [all_outputs]
```
**design/flow/design.v**
```verilog
module Fiveto32Decoder(Select, Wenable, Load_Out);
input [4:0] Select;
input Wenable;
output reg [31:0] Load_Out;
always@(Select)
if (Wenable == 1)
case(Select)
5'h0 : Load_Out = 32'h00000001;
5'h1 : Load_Out = 32'h00000002;
5'h2 : Load_Out = 32'h00000004;
5'h3 : Load_Out = 32'h00000008;
5'h4 : Load_Out = 32'h00000010;
5'h5 : Load_Out = 32'h00000020;
5'h6 : Load_Out = 32'h00000040;
5'h7 : Load_Out = 32'h00000080;
5'h8 : Load_Out = 32'h00000100;
5'h9 : Load_Out = 32'h00000200;
5'hA : Load_Out = 32'h00000400;
5'hB : Load_Out = 32'h00000800;
5'hC : Load_Out = 32'h000001000;
5'hD : Load_Out = 32'h000002000;
5'hE : Load_Out = 32'h000004000;
5'hF : Load_Out = 32'h000008000;
5'h10 : Load_Out = 32'h00010000;
5'h11 : Load_Out = 32'h00020000;
5'h12 : Load_Out = 32'h00040000;
5'h13 : Load_Out = 32'h00080000;
5'h14 : Load_Out = 32'h00100000;
5'h15 : Load_Out = 32'h00200000;
5'h16 : Load_Out = 32'h00400000;
5'h17 : Load_Out = 32'h00800000;
5'h18 : Load_Out = 32'h01000000;
5'h19 : Load_Out = 32'h02000000;
5'h1A : Load_Out = 32'h04000000;
5'h1B : Load_Out = 32'h08000000;
5'h1C : Load_Out = 32'h10000000;
5'h1D : Load_Out = 32'h20000000;
5'h1E : Load_Out = 32'h40000000;
5'h1F : Load_Out = 32'h80000000;
default: Load_Out = 32'h00000000;
endcase
else
Load_Out <= 0;
endmodule
module Mux32to1 (Reg0,Reg1,Reg2,Reg3,Reg4,Reg5,Reg6,Reg7,Reg8,Reg9,Reg10,Reg11,Reg12,Reg13,Reg14,Reg15,Reg16,Reg17,Reg18,Reg19,Reg20,Reg21,Reg22,Reg23,Reg24,Reg25,Reg26,Reg27,Reg28,Reg29,Reg30,Reg31, Select, Regout);
input [31:0]Reg0, Reg1,Reg2,Reg3,Reg4,Reg5,Reg6,Reg7,Reg8,Reg9,Reg10,Reg11,Reg12,Reg13,Reg14,Reg15,Reg16;
input [31:0]Reg17,Reg18,Reg19,Reg20,Reg21,Reg22,Reg23,Reg24,Reg25,Reg26,Reg27,Reg28,Reg29,Reg30,Reg31;
input [4:0]Select;
output reg [31:0] Regout;
always@(Select)
case(Select)
5'h0: Regout <= Reg0;
5'h1: Regout <= Reg1;
5'h2: Regout <= Reg2;
5'h3: Regout <= Reg3;
5'h4: Regout <= Reg4;
5'h5: Regout <= Reg5;
5'h6: Regout <= Reg6;
5'h7: Regout <= Reg7;
5'h8: Regout <= Reg8;
5'h9: Regout <= Reg9;
5'hA: Regout <= Reg10;
5'hB: Regout <= Reg11;
5'hC: Regout <= Reg12;
5'hD: Regout <= Reg13;
5'hE: Regout <= Reg14;
5'hF: Regout <= Reg15;
5'h10: Regout <= Reg16;
5'h11: Regout <= Reg17;
5'h12: Regout <= Reg18;
5'h13: Regout <= Reg19;
5'h14: Regout <= Reg20;
5'h15: Regout <= Reg21;
5'h16: Regout <= Reg22;
5'h17: Regout <= Reg23;
5'h18: Regout <= Reg24;
5'h19: Regout <= Reg25;
5'h1A: Regout <= Reg26;
5'h1B: Regout <= Reg27;
5'h1C: Regout <= Reg28;
5'h1D: Regout <= Reg29;
5'h1E: Regout <= Reg30;
5'h1F: Regout <= Reg31;
default Regout <= 32'b0;
endcase
endmodule
module Register32bit (Din, Dout, Load, Reset, clk);
input [31:0] Din;
output reg [31:0] Dout;
input Load, Reset, clk;
always@(posedge clk or posedge Reset) begin
if (Reset == 1)
Dout = 0;
else if (Load == 1)
Dout <= Din;
else
Dout <= Dout;
end
endmodule
module RegisterFile32Bits(DataIn,DataA,DataB,RdAddress1,RdAddress2,WrtAddress,clk,Reset,Wenable);
input[31:0]DataIn;
input clk,Reset,Wenable;
input [4:0]RdAddress1,RdAddress2,WrtAddress;
inout [31:0]DataA,DataB;
wire [31:0] Load;
wire [31:0] Dout0;
wire [31:0] Dout1;
wire [31:0] Dout2;
wire [31:0] Dout3;
wire [31:0] Dout4;
wire [31:0] Dout5;
wire [31:0] Dout6;
wire [31:0] Dout7;
wire [31:0] Dout8;
wire [31:0] Dout9;
wire [31:0] Dout10;
wire [31:0] Dout11;
wire [31:0] Dout12;
wire [31:0] Dout13;
wire [31:0] Dout14;
wire [31:0] Dout15;
wire [31:0] Dout16;
wire [31:0] Dout17;
wire [31:0] Dout18;
wire [31:0] Dout19;
wire [31:0] Dout20;
wire [31:0] Dout21;
wire [31:0] Dout22;
wire [31:0] Dout23;
wire [31:0] Dout24;
wire [31:0] Dout25;
wire [31:0] Dout26;
wire [31:0] Dout27;
wire [31:0] Dout28;
wire [31:0] Dout29;
wire [31:0] Dout30;
wire [31:0] Dout31;
Fiveto32Decoder u00 (WrtAddress,Wenable,Load);
Register32bit uu0 (DataIn, Dout0, Load[0], Reset, clk);
Register32bit uu1 (DataIn, Dout1, Load[1], Reset, clk);
Register32bit uu2 (DataIn, Dout2, Load[2], Reset, clk);
Register32bit uu3 (DataIn, Dout3, Load[3], Reset, clk);
Register32bit uu4 (DataIn, Dout4, Load[4], Reset, clk);
Register32bit uu5 (DataIn, Dout5, Load[5], Reset, clk);
Register32bit uu6 (DataIn, Dout6, Load[6], Reset, clk);
Register32bit uu7 (DataIn, Dout7, Load[7], Reset, clk);
Register32bit uu8 (DataIn, Dout8, Load[8], Reset, clk);
Register32bit uu9 (DataIn, Dout9, Load[9], Reset, clk);
Register32bit uu10 (DataIn, Dout10, Load[10], Reset, clk);
Register32bit uu11 (DataIn, Dout11, Load[11], Reset, clk);
Register32bit uu12 (DataIn, Dout12, Load[12], Reset, clk);
Register32bit uu13 (DataIn, Dout13, Load[13], Reset, clk);
Register32bit uu14 (DataIn, Dout14, Load[14], Reset, clk);
Register32bit uu15 (DataIn, Dout15, Load[15], Reset, clk);
Register32bit uu16 (DataIn, Dout16, Load[16], Reset, clk);
Register32bit uu17 (DataIn, Dout17, Load[17], Reset, clk);
Register32bit uu18 (DataIn, Dout18, Load[18], Reset, clk);
Register32bit uu19 (DataIn, Dout19, Load[19], Reset, clk);
Register32bit uu20 (DataIn, Dout20, Load[20], Reset, clk);
Register32bit uu21 (DataIn, Dout21, Load[21], Reset, clk);
Register32bit uu22 (DataIn, Dout22, Load[22], Reset, clk);
Register32bit uu23 (DataIn, Dout23, Load[23], Reset, clk);
Register32bit uu24 (DataIn, Dout24, Load[24], Reset, clk);
Register32bit uu25 (DataIn, Dout25, Load[25], Reset, clk);
Register32bit uu26 (DataIn, Dout26, Load[26], Reset, clk);
Register32bit uu27 (DataIn, Dout27, Load[27], Reset, clk);
Register32bit uu28 (DataIn, Dout28, Load[28], Reset, clk);
Register32bit uu29 (DataIn, Dout29, Load[29], Reset, clk);
Register32bit uu30 (DataIn, Dout30, Load[30], Reset, clk);
Register32bit uu31 (DataIn, Dout31, Load[31], Reset, clk);
Mux32to1 um1(Dout0,Dout1,Dout2,Dout3,Dout4,Dout5,Dout6,Dout7,Dout8,Dout9,Dout10,Dout11,Dout12,Dout13,Dout14,Dout15,Dout16,Dout17,Dout18,Dout19,Dout20,Dout21,Dout22,Dout23,Dout24,Dout25,Dout26,Dout27,Dout28,Dout29,Dout30,Dout31,RdAddress1, DataA);
Mux32to1 um2(Dout0,Dout1,Dout2,Dout3,Dout4,Dout5,Dout6,Dout7,Dout8,Dout9,Dout10,Dout11,Dout12,Dout13,Dout14,Dout15,Dout16,Dout17,Dout18,Dout19,Dout20,Dout21,Dout22,Dout23,Dout24,Dout25,Dout26,Dout27,Dout28,Dout29,Dout30,Dout31,RdAddress2, DataB);
endmodule 
```
**design/flow/run.sh**
```bash
#!/bin/bash
# OpenROAD 26Q1-2900-gdf79404cd8, Yosys 0.63+post, stock flow scripts
make -C /OpenROAD-flow-scripts/flow DESIGN_CONFIG=/design/flow/config.mk WORK_HOME=/design/flow/orfs finish
```
==> notes.md <==
The full implementation flow was run.

The run finished with clean final reports. The cell area after technology mapping stands at 54100 um2. Among all stages on the critical path, the maximum delay recorded is 850 ps. Per the synth log, the flip-flop and latch total comes to 1024. The first global-routing pass estimated 359 mm of wire.

The H-tree was split into 3 levels. TritonCTS built the clock tree. The final layout contains routed wiring with a total length of 257 mm. The total power density per cell area stands at 118 nW/um2. The share of post-route cells with drive strength above 1 stands at 30.5%. The instance count along the most critical hold path stands at 1. The number of unique standard cell types used by synthesis stands at 62. The share of the core area taken by cells at floorplan is 30.3%. The weighted congestion reported at the end of routability-driven placement stands at 0.990. The half-perimeter wire length after detailed placement stands at 150 mm.

The fraction of post-synthesis cell area in the top cell type by area stands at 47.3%. The critical path in this run is classified as in -> out. Counting flops with an async set or reset pin after synthesis yields a share of 100%. The floorplan step set the die height to 427 um. Sequential cells were found to cover 47.3% of the synthesized design area. The report shows a maximum critical-path fanout of 37. The cell that appears most often on the critical path is sky130_fd_sc_hd__buf_4.

The post-route utilization of the core is recorded as 34.3%. The overall die size recorded for this design is 182000 um2. At the later pin of the worst-skew pair, clock insertion delay measures 740 ps. The number of hold buffers added after CTS was 0. After routing the design area is 61300 um2. The overall fraction of global-route tracks in use stands at 28.6%.

Per the OpenROAD floorplan log, the width of the die is 427 um. The global route total overflow stands at 0. By area, the combinational part of the netlist is dominated by multiplexers. The slew check shows that the tightest pin keeps a relative margin of 27.1%. Counting every sink on the clock net gives 1024. The post-synth area from yosys stat stands at 54100 um2.

The root buffer cell chosen for the clock tree is sky130_fd_sc_hd__clkbuf_16. The worst register-to-register path depth is 1. The number of standard cells after synthesis stands at 5157. The number of antenna violations at the first check in global routing was 11. The required time reported for the critical path endpoint stands at 12880 ps.

The floorplan has 155 rows. The number of remaining DRC errors stands at 0. Sorting the synthesized cells by area gives the leading types as sky130_fd_sc_hd__dfrtp_1, sky130_fd_sc_hd__mux2_2, sky130_fd_sc_hd__nand3_1.

Relative to the synthesized area, the layout overhead comes to 13.2%. The CTS report gives the tree buffer count as 107. The highest clock rate this design can be run at is 91.8 MHz. Counting the warning lines in the Yosys log gives 3. The multi-input gate area in the final layout stands at 26500 um2. For reference, the final report shows the hold violation count at 0.

Setup violations remaining at the end of the flow were counted as 0. The worst setup path is launched from a primary input. The vias per cell stands at 6.54. The number of violations of the max-capacitance limit stands at 0.

The total core area stands at 179000 um2. Once detail routing completed, the nets flagged for antenna violations numbered 0. Entering global routing, the biggest net connects 131 pins. The post-synth tally of flip-flops with integrated enable stands at 0.

The worst hold path terminates at uu3.Dout[27]$_DFFE_PP0P_. After layout, the design draws a total of 7.24 mW. In this run the most critical hold path is launched from uu3.Dout[27]$_DFFE_PP0P_. The simple-gate share of the synthesized area stands at 20.7%. The count of routing violations after the opening detailed-route iteration stands at 5671. The overall via count from detail_route stands at 48500. The clock passes through at most 3 buffers. The number of max-slew violations in the final report stands at 0. A synthesized cell averages 10.5 um2. The post-placement cell area is 57600 um2. The post-cts gate resize count stands at 0. Per the detail_route report, routed wire per instance is 34.6 um. The cell type that accounts for the most area after synthesis is sky130_fd_sc_hd__dfrtp_1. The leakage power of the design stands at 25.9 nW.

In this run the worst hold path is classified as reg -> reg. Looking at the max-slew report, the worst-margin pin has a slew of 1090 ps. The smallest clock period supported by the final layout is computed as 10900 ps. The via count of the first global-routing pass stands at 47300.

The flop-to-flop setup slack stands at 15180 ps. The total of fill cells in the finished design stands at 17600. For this design, the slowest cell found on the critical path is sky130_fd_sc_hd__and3b_4. Per the timing report, the most critical flop-to-flop path originates at uu0.Dout[15]$_DFFE_PP0P_. The maximum clock skew at final layout stands at 0 ps.

Walking the worst path, the cells encountered are clkdlybuf4s50_1 > buf_4 > and3b_4 > buf_4 > and2_2 > buf_4 > a2111oi_0 > nand4_1 > o32a_1. The adder-cell area share of the yosys netlist stands at 0%. Setup repair after global routing left no endpoint under its margin. The sum of negative setup slack stands at 0 ps. The portion of synthesized area spent on multiplexers is 21.8%. The synthesized netlist was found by Yosys to have 5157 cells. Prior to clock tree synthesis, the placed netlist has a worst setup slack of 5480 ps. In the CTS report, the clock slew at the register clock pins of the worst setup and hold paths is listed as 60 ps. The share of the cycle needed by the critical path after routing stands at 67.7%.

The register area stands at 25600 um2. In the synthesized netlist, the cells that appear most often are sky130_fd_sc_hd__nand3_1, sky130_fd_sc_hd__mux2_2, sky130_fd_sc_hd__dfrtp_1. The worst-case vdd ir drop stands at 0.105 mV.

The number of detailed-route iterations in the first pass stands at 6. Looking at the reg2reg group, the worst path ends at uu0.Dout[15]$_DFFE_PP0P_. The most frequently used library cell after synthesis is sky130_fd_sc_hd__nand3_1.

The post-synthesis xor/xnor area fraction stands at 0%. The tool warning count for the run is 42. The worst setup path is captured at an output port. Looking at the cell usage after synthesis, the top flip-flop cell is sky130_fd_sc_hd__dfrtp_1. Per the synthesis report, the AND-OR/OR-AND share of the synthesized area is 5.76%. The top-level port count stands at 114. The count of port buffers added during placement stands at 49.

Across all setup checks in the final design, the least slack found is 5200 ps. The number of setup buffers added after CTS is 0. The arrival time of data at the critical path endpoint stands at 7680 ps.
==> where the power goes <==
group          switching [mW]  internal [mW]  leakage, nW
Combinational           0.577          0.516         10.9
Sequential              0.414           3.07         13.1
Clock                    1.14           1.52         1.83
==> per-stage QoR <==
step | cells | hold WS (ps)
after floorplan | 5157 | 480
after global placement | 7211 | 498
after detailed placement | 7211 | 507
after CTS | 7411 | 522
after global routing | 7412 | 536
final | 7416 | 521
==> cell type report <==
| cell class | count | share of cell area [%] |
|---|---|---|
| sequential | 1024 | 41.8 |
| inverter | 7 | 0.0490 |
| clock inverter | 44 | 0.842 |
| timing repair buffer | 297 | 4.05 |
| antenna | 5 | 0.0204 |
| clock buffer | 156 | 5.17 |
| tap | 2355 | 4.81 |
| multi-input combinational | 3528 | 43.2 |
==> cells in the final DEF, fill, tap and decap left out, drive strengths merged, types with 3 or more instances in the layout <==
| cell | n |
|---|---|
| a2111oi | 15 |
| a21oi | 50 |
| a221o | 29 |
| a22o | 4 |
| a22oi | 210 |
| a31oi | 3 |
| a32oi | 10 |
| and2 | 33 |
| and3 | 72 |
| and3b | 8 |
| and4 | 4 |
| and4b | 3 |
| buf | 252 |
| bufinv | 10 |
| clkbuf | 156 |
| clkdlybuf4s50 | 45 |
| clkinv | 26 |
| clkinvlp | 4 |
| dfrtp | 1024 |
| diode | 5 |
| inv | 11 |
| mux2 | 1036 |
| mux2i | 10 |
| nand2 | 26 |
| nand2b | 8 |
| nand3 | 1299 |
| nand3b | 7 |
| nand4 | 388 |
| nand4b | 4 |
| nor2 | 60 |
| nor2b | 11 |
| nor3 | 17 |
| nor3b | 16 |
| nor4 | 67 |
| o211ai | 4 |
| o21ai | 36 |
| o32a | 33 |
| or3 | 7 |
| or4 | 32 |
==> critical path, delay by kind of cell <==
kind,cells,cell delay (ps)
simple gates,3,1940
compound gates,2,380
buf+inv,4,2030
==> per-layer routing <==
layer | global-route usage, % | share of wire [%]
met5 | 0.556 | 0.080
met4 | 21.1 | 9.5
met3 | 14.6 | 15
met2 | 39.8 | 42
met1 | 33.9 | 34
==> logic make-up after synthesis <==
family / count (synthesis)
compound gates: 415
buf+inv: 605
flops: 1024
mux: 1047
simple gates: 2066
==> worst max path at each step <==
stage | slack (ps) | end | from
4_1_cts | 5520 | DataA[15] | RdAddress1[4]
5_1_grt | 5370 | DataA[26] | RdAddress1[0]
6_report | 5200 | DataA[15] | RdAddress1[0]
Power figures rest on the tool's default switching activity, not on a simulated workload.
